## design/flow/config.mk

```make
export PLATFORM = sky130hd
export DESIGN_NAME = multiplier
export DESIGN_NICKNAME = multiplier
export VERILOG_FILES = /design/flow/design.v
export SDC_FILE = /design/flow/constraint.sdc
export NUM_CORES = 4
export LEC_CHECK = 1
export CORE_UTILIZATION = 40
```

## design/flow/constraint.sdc

```tcl
current_design multiplier

set clk_period 5.8
set clk_io_pct 0.2

create_clock -name clk0 -period $clk_period [get_ports {clk}]

set non_clock_inputs [all_inputs -no_clocks]
set_input_delay [expr $clk_period * $clk_io_pct] -clock clk0 $non_clock_inputs
set_output_delay [expr $clk_period * $clk_io_pct] -clock clk0 [all_outputs]
```

## design/flow/design.v

```verilog
module multiplier (
    input 	        rst,
    input 	        clk,
    input [7:0] 	  in1,
    input [7:0] 	  in2,
    output [15:0]   out
                  );
  reg [3:0]  stage = 0;
  reg [15:0] accumulator = 0;
  reg [7:0]  in1_shifted = 0;
  reg [15:0] in2_shifted = 0;
  always @(posedge clk) 
    if (rst || stage == 9)
      stage <= 0;
    else
      stage <= stage + 1;
  always @(posedge clk) 
    if (rst) begin
      in1_shifted <= 0;
      in2_shifted <= 0;
    end else if (stage == 0) begin
        in1_shifted <= in1;
        in2_shifted <= in2;
    end else begin
        in1_shifted <= in1_shifted >> 1;
        in2_shifted <= in2_shifted << 1;
    end
  always @(posedge clk)
    if (rst || stage == 9) begin
      accumulator <= 0;
    end else if (in1_shifted[0]) begin
        accumulator <= accumulator + in2_shifted;
    end
  assign out = accumulator;
endmodule
```

## design/flow/run.sh

```bash
#!/bin/bash
# OpenROAD 26Q1-2900-gdf79404cd8, Yosys 0.63+post, stock flow scripts
make -C /OpenROAD-flow-scripts/flow DESIGN_CONFIG=/design/flow/config.mk WORK_HOME=/design/flow/orfs finish
```

==> impl_metrics.ini <==
; generated from flow reports
[pwr]
p_per_area_nw_per_um2 = 229
power.total_mw = 0.614
vdd_ir_drop_max_mv = 0.143
static-leakage-power_nw = 1.05

[cells_and_area]
layout_top_cells_excl_fill_tap = dfxtp_1, clkdlybuf4s50_1, nor2_1
layout_top_cell_excl_fill_tap = dfxtp_1
area.growth.synth_to_final_pct = 23.1
drive_above_1_share_pct = 6.99

[routing]
drtAntennaViolNets = 0
routed_wirelength_um = 4430
post-route-drc-count = 0
avgRoutedWirePerCell_um = 12.9
detail_route.iter0.violations = 42
detail_route.antenna_diodes = 0
viasPerCell = 5.13
detailroute.via_count = 1755
iteration_count_of_the_initial_detailed_routing_pass = 4

[critical_path]
timing.critical_path.fanout_max = 9
worst_ep_arrival_time_ns = 2.84
worst-setup-path-type = primary input to register
timing.rr.start = accumulator[0]
setup.worst_path.start_class = primary input
timing.critical_path.to_type = register
worst_setup_path_startpoint = rst
cp_data_required_time_ns = 6.04

[job]
max_cap_violations = 0
openroad.warnings = 27

[clock_tree]
clk_latency_ns = 0.29
cts_tree = done
post_cts_hold_buffer_count = 0
post_cts.resized_instances = 0
cts.sink_count = 44
clock_root_buffer = clkbuf_8
clk_pin_slew_ns = 0.08
ctsLongestPathBuffers = 2
htree_num_levels = 2
cts_inserted_buffers = 5
cts_setup_buffers = 0

[die]
core_util_floorplan_pct = 42.1
die_area_sq_um = 5740
die_width_um = 75.8
die.size.y_um = 75.8
coreArea_sq_um = 5170
row_count = 26
ios = 34

[yosys]
total_cells_reported_by_yosys_after_synthesis = 234
total_standard_cell_area_after_synthesis_sq_um = 2180
synth.yosys.seq_area_share_pct = 40.4
ys_sh_mux_pct = 3.68
synth_flop_count = 44
ys_sh_xor_pct = 3.62
top_area_cell = dfxtp_1
adder_share_pct = 11.3
yosysUniqueCellTypes = 41
synth_compound_gate_area_share_pct = 22.6
enable_flop_cells = 0
synthesis.yosys.warnings = 1
post_synth.cell_area_avg_sq_um = 9.31
netlist.area_leader.share_pct = 40.4
synthTopLogicFamily = AND-OR/OR-AND gates
yosys_most_used_dff = dfxtp_1
simple_gate_area_share_pct = 15.9
synth.yosys.chip_area_sq_um = 2180
post_synth_inst_count = 234
top_cells_by_area = dfxtp_1, ha_1, a22o_1, nor2_1, nand2_1
synth-async-reset-ratio_pct = 0

[timing]
setup-violations-final = 0
hold_viol = 0
slew_headroom_pct = 57.3
grt_setup_unrepaired = false
min_period_ns = 2.60
clock.fmax_ghz = 0.385
finalClockSkew_ns = 0.00540
max_slew.worst_pin.slew_ns = 0.640
timing.setup.tns_ns = 0
finalCritPeriodShare_pct = 44.8
number_of_slew_limit_violations_in_the_final_report = 0

[grt]
via_count_of_the_first_global_routing_pass = 1594
grt_antenna_before_repair = 0
grt.overflow.total = 0
maximum_number_of_pins_on_one_net_before_global_route_repair = 18
grt_first_pass_wirelength_um = 7310
gr-usage-all-layers_pct = 17.4

[placement]
port-buffer-count = 33
place_hpwl_um = 3220
place.gp.congestion = 0.884

[run_status]
outcome = complete, no violations

[worst_hold_path]
timing.hold.worst.start = in1_shifted[2]
hold_path_class = register to register
==> metal layers <==
layer	wire, um	GRT usage (%)
met2	1870	25.0
met5	0	0
met4	58	2.06
met3	221	4.16
met1	2270	28.2
==> Yosys cell counts (2+ instances only) <==
cell type	instances
clkbuf_1	4
mux2i_1	8
and2_1	11
a31oi_1	3
o22ai_1	2
xnor2_1	6
xor2_1	3
inv_1	9
a211oi_1	3
nand2b_1	2
and3_1	2
a21oi_1	13
o211ai_1	3
dfxtp_1	44
ha_1	18
o31ai_1	2
a21oi_2	4
nand3_1	6
o21a_1	2
a22o_1	14
nand2_1	22
nor2_1	24
o2111ai_1	2
o21ai_0	6
nor3_1	5
==> power by group <==
| group | total (mW) | switching (mW) | internal [mW] |
|---|---|---|---|
| Clock | 0.197 | 0.0995 | 0.0973 |
| Sequential | 0.332 | 0.0136 | 0.318 |
| Combinational | 0.0857 | 0.0418 | 0.0439 |
| Total | 0.614 | 0.155 | 0.459 |
==> through the flow <==
stage	worst slack (ns)	hold WS (ns)	std cells	instance area, sq um	util, %
CTS	3.23	0.461	342	2680	51.9
global route	2.99	0.476	342	2680	51.9
floorplan	3.68	0.426	234	2180	-
global placement	2.96	0.432	334	2590	50.1
finish	3.20	0.459	342	2680	51.9
detailed placement	2.93	0.437	334	2590	50.1
==> kinds of logic (layout without fill, tap and decap cells) <==
| family | count (synthesis) | count (layout) |
|---|---|---|
| AOI/OAI and AO/OA | 64 | 64 |
| DFF | 44 | 44 |
| adders and majority gates | 19 | 19 |
| xor gates and xnor gates | 9 | 9 |
| muxes | 8 | 8 |
| and+or+nand+nor | 75 | 75 |
| buffers and inverters | 15 | 53 |
==> cell type report <==
type	count	area [sq um]
Inverter	10	37.5
Clock buffer	8	90.1
Multi-Input combinational cell	175	1240
Tap cell	70	87.6
Timing Repair Buffer	35	345
Fill cell	488	2490
Sequential cell	44	881
==> worst max-delay path: stages <==
cell             delay, ns
clkdlybuf4s50_1       0.46
a31oi_1               0.45
nand2_1               0.34
a2111oi_2             0.28
nand2b_1              0.13
==> sequential cells by signal (all words and copies together) (netlist names) <==
| signal | flops |
|---|---|
| in1_shifted | 8 |
| accumulator | 16 |
| in2_shifted | 16 |
| stage | 4 |
==> final timing paths <==
check	depth (start not counted)	slack [ns]	endpoint
worst max-delay path	5	3.20	accumulator[12]
worst max register to register	8	3.54	accumulator[12]
worst min register to register	1	0.46	in1_shifted[1]
worst min-delay path	1	0.46	in1_shifted[1]
Power figures rest on the tool's default switching activity, not on a simulated workload.
